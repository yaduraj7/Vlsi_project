<file path="flow/config.mk">
export PLATFORM = sky130hd
export DESIGN_NAME = MUL_datapath
export DESIGN_NICKNAME = MUL_datapath
export VERILOG_FILES = /design/flow/design.v
export SDC_FILE = /design/flow/constraint.sdc
export NUM_CORES = 4
export LEC_CHECK = 1
export CORE_UTILIZATION = 40
</file>
<file path="flow/constraint.sdc">
current_design MUL_datapath

set clk_period 10.6
set clk_io_pct 0.2

create_clock -name clk0 -period $clk_period [get_ports {clk}]

set non_clock_inputs [all_inputs -no_clocks]
set_input_delay [expr $clk_period * $clk_io_pct] -clock clk0 $non_clock_inputs
set_output_delay [expr $clk_period * $clk_io_pct] -clock clk0 [all_outputs]
</file>
<file path="flow/design.v">
`timescale 1ns / 1ps
module MUL_datapath (eqz, LdA, LdB, LdP, clrP, decB, data_in, clk, Result);
input LdA, LdB, LdP, clrP, decB, clk;
input [15:0] data_in;
output eqz;
output [15:0] Result;
wire [15:0] X, Y, Z, Bout, Bus;
assign Bus=data_in;
PIPO1 A (X, Bus, LdA, clk);
PIPO2 P (Y, Z, LdP, clrP, clk);
CNTR B (Bout, Bus, LdB, decB, clk);
ADD AD (Z, X, Y);
EQZ COMP (eqz, Bout);
assign Result=Z;
endmodule
module PIPO1 (dout, din, ld, clk);
input [15:0] din;
input ld, clk;
output reg [15:0] dout;
always @(posedge clk)
if (ld) dout <= din;
endmodule
module ADD (out, in1, in2);
input [15:0] in1, in2;
output reg [15:0] out;
always @(*)
out = in1 + in2;
endmodule
module PIPO2 (dout, din, ld, clr, clk);
input [15:0] din;
input ld, clr, clk;
output reg [15:0] dout;
always @(posedge clk)
if (clr) dout <= 16'b0;
else if (ld) dout <= din;
endmodule
module EQZ (eqz, data);
input [15:0] data;
output eqz;
  assign eqz = (data == 16'b0);
endmodule
module CNTR (dout, din, ld, dec, clk);
input [15:0] din;
input ld, dec, clk;
output reg [15:0] dout;
always @(posedge clk)
if (ld) dout <= din;
else if (dec) dout <= dout - 1;
endmodule
module controller (LdA, LdB, LdP, clrP, decB, done, clk, eqz, start);
input clk, eqz, start;
output reg LdA, LdB, LdP, clrP, decB, done;
reg [2:0] state;
parameter S0=3'b000, S1=3'b001, S2=3'b010, S3=3'b011, S4=3'b100;
always @(posedge clk)
begin
case (state)
S0: if (start) state <= S1;
S1: state <= S2;
S2: state <= S3;
S3: #2 if (eqz) state <= S4;
S4: state <= S4;
default: state <= S0;
endcase
end
always @(state)
begin
case (state)
S0: begin #1 LdA = 0; LdB = 0; LdP = 0; clrP = 0; decB = 0; end
S1: begin #1 LdA = 1; end
S2: begin #1 LdA = 0; LdB = 1; clrP = 1; end
S3: begin #1 LdB = 0; LdP = 1; clrP = 0; decB = 1; end
S4: begin #1 done = 1; LdB = 0; LdP = 0; decB = 0; end
default: begin #1 LdA = 0; LdB = 0; LdP = 0; clrP = 0; decB = 0; end
endcase
end
endmodule
</file>
<file path="flow/run.sh">
#!/bin/bash
# OpenROAD 26Q1-2900-gdf79404cd8, Yosys 0.63+post, stock flow scripts
make -C /OpenROAD-flow-scripts/flow DESIGN_CONFIG=/design/flow/config.mk WORK_HOME=/design/flow/orfs finish
</file>
==> impl_metrics.env <==
# flow metrics
export IMPL_finalSetupViolations=0
export IMPL_netlist_area_mm2=0.00278
export IMPL_timing_fmax_ghz=0.205
export IMPL_peakVddDrop_v=0.0000690
export IMPL_via_total_after_detailed_routing=1987
export IMPL_cts_htree_levels=2
export IMPL_required_time_worst_endpoint_ns=8.48
export IMPL_firstDrtPassIters=4
export IMPL_synth_warning_count=4
export IMPL_switching_power_share_of_the_total=0.283
export IMPL_cts_hold_fix_buffers=0
export IMPL_rows=30
export IMPL_critical_path_startpoint_type="register"
export IMPL_power_density_mw_per_mm2=175
export IMPL_pin_count=39
export IMPL_slew_headroom=0.545
export IMPL_yosysSeqAreaShare=0.460
export IMPL_combPwrFrac=0.354
export IMPL_post_route_cells_drive_above_1_share=0.0777
export IMPL_global_route_wire_length_before_repair_um=8740
export IMPL_synth_cell_types=52
export IMPL_p_leak_nw=1.31
export IMPL_flop_area_mm2=0.00128
export IMPL_route_antenna_diode_count=0
export IMPL_antenna_found_initial=0
export IMPL_dominantRegCellSynth="edfxtp_1"
export IMPL_cts_root_buffer_cell="clkbuf_8"
export IMPL_grt_util_all_layers=0.156
export IMPL_power_frac_seq=0.411
export IMPL_path_clk_slew_ns=0.09
export IMPL_core_region_area_mm2=0.00676
export IMPL_reg2reg_depth=8
export IMPL_port_buffers=38
export IMPL_net_switching_power_w=0.000167
export IMPL_layout_area_comb_mm2=0.00144
export IMPL_layout_min_cycle_time_ns=4.88
export IMPL_cells_after_synthesis=270
export IMPL_unrepaired_setup_endpoints_after_global_routing="no"
export IMPL_pin_count_of_the_biggest_net_entering_global_routing=34
export IMPL_cts_buffers=5
export IMPL_globalRoute_totalOverflow=0
export IMPL_number_of_enable_flip_flop_cells=32
export IMPL_number_of_global_route_vias_before_repair=1857
export IMPL_setup_worst_path_end_class="primary output"
export IMPL_synth_area_per_cell_um2=10.3
export IMPL_ctsLongestPathBuffers=2
export IMPL_cts_tree="done"
export IMPL_clock_latency_ns=0.30
export IMPL_finish_instance_area_mm2=0.00337
export IMPL_skew_ns=0.00654
export IMPL_final_max_slew_violation_count=0
export IMPL_routed_wirelength_um=5140
export IMPL_criticalPathCategory="reg -> out"
export IMPL_run_status="complete, no violations"
export IMPL_place_congestion=0.838
export IMPL_die_size_y_um=85.4
export IMPL_place_area_mm2=0.00325
export IMPL_antenna_nets_post_route=0
export IMPL_ys_async_sr_fraction=0
export IMPL_r2r_slack_ns=8.18
export IMPL_final_setup_tns_ns=0
export IMPL_p_int_w=0.000423
export IMPL_openroad_warnings=25
export IMPL_post_route_drc_count=0
export IMPL_fp_dieArea_mm2=0.00729
export IMPL_total_cell_area_reported_by_yosys_after_synthesis_mm2=0.00278
export IMPL_share_clk_of_total_power=0.235
export IMPL_wl_per_cell_um=13.2
export IMPL_whs_path_depth=2
export IMPL_ys_cells=270
export IMPL_flow_area_growth_from_synthesis_pct=21.0
export IMPL_floorplan_core_util=0.412
export IMPL_timing_max_cap_violations=0
export IMPL_crit_arrival_ns=2.76
export IMPL_die_width_um=85.4
export IMPL_synth_flop_count=48
export IMPL_fillers=612
export IMPL_critical_path_peak_fanout=3
export IMPL_hpwlAfterDp_um=3900
export IMPL_hp_class="reg -> reg"
export IMPL_vias_per_cell=5.11
export IMPL_dr_first_iter_drc_count=59
export IMPL_worst_pin_slew_ns=0.680
export IMPL_clock_sink_count=48
export IMPL_period_used=0.461
export IMPL_post_cts_setup_buffer_count=0
export IMPL_final_hold_violation_count=0
export IMPL_cts_resized=0
critical path, stage by stage, from the launching register on:
cell and delay, ns:
edfxtp_1 0.38, ha_1 0.24, fa_1 0.40, a21oi_1 0.20, o21ai_0 0.14, a21oi_1 0.25
o21ai_0 0.20, xor2_1 0.18, clkdlybuf4s50_1 0.47
area by class of cell:
cell class,instances,share of cell area
timing repair buffer,41,0.120
tap,80,0.0297
multi-input combinational,207,0.428
clock inverter,2,0.0115
inverter,5,0.00557
sequential,48,0.381
clock buffer,6,0.0245
cells in the final DEF (no fill, tap or decap), drive strengths merged, types with 3 or more instances in the layout:
cell type and count:
a21o 6, a21oi 17, and3 3, buf 3
clkbuf 6, clkdlybuf4s50 38, dfxtp 16, edfxtp 32
ha 16, inv 5, mux2i 11, nand2 34
nand2b 6, nor2 19, nor2b 3, nor3 6
nor3b 3, o21a 3, o21ai 22, or4 4
xnor2 19, xor2 8
power by group through the flow:
stage,logic [W],clock network [W],registers [W]
CTS,0.000211,0.000144,0.000243
global route,0.000235,0.000151,0.000246
finish,0.000209,0.000139,0.000243
sequential cells by signal, summed over array words and instances, names as in the netlist:
| register | count |
|---|---|
| A.dout | 16 |
| P.dout | 16 |
| B.dout | 16 |
metrics by stage:
step | hold slack, ns | instances | util | setup slack (ns) | total power, W
floorplan | 0.465 | 270 | - | 6.73 | 0.000365
global route | 0.553 | 389 | 0.498 | 5.46 | 0.000632
global placement | 0.479 | 381 | 0.480 | 6.08 | 0.000455
detailed placement | 0.495 | 381 | 0.480 | 6.03 | 0.000457
CTS | 0.522 | 389 | 0.498 | 5.69 | 0.000598
finish | 0.514 | 389 | 0.498 | 5.72 | 0.000590
logic make-up (layout without fill, tap and decap cells):
group	after synthesis	count (layout)	share of synthesized area
and+or+nand+nor	90	90	0.175
AOI/OAI and AO/OA	61	61	0.135
DFF	48	48	0.460
xor gates and xnor gates	27	27	0.0850
adders and majority gates	17	17	0.0791
buffers and inverters	15	54	0.0211
muxes	12	12	0.0436
synthesized netlist by cell type, types with 3 or more instances:
master | number | share of area
a21o_1 | 6 | 0.016
a21oi_1 | 17 | 0.031
nor2b_1 | 3 | 0.0067
xor2_1 | 8 | 0.025
edfxtp_1 | 32 | 0.35
mux2i_1 | 11 | 0.040
xnor2_1 | 19 | 0.060
nor3_1 | 5 | 0.0090
ha_1 | 16 | 0.072
o21ai_1 | 4 | 0.0072
inv_1 | 5 | 0.0067
clkbuf_1 | 6 | 0.0081
o21ai_0 | 18 | 0.032
nor3b_1 | 3 | 0.0081
and3_1 | 3 | 0.0067
nand2b_1 | 5 | 0.011
nand2_1 | 33 | 0.045
nor2_1 | 18 | 0.024
dfxtp_1 | 16 | 0.12
or4_1 | 3 | 0.0081
o21a_1 | 3 | 0.0081
per-layer routing:
metal / wire length [µm] / part of all wire / global-route usage
met1: 2600 / 0.51 / 0.258
met2: 2360 / 0.46 / 0.240
met3: 145 / 0.028 / 0.0237
met4: 35 / 0.0068 / 0.0136
met5: 0 / 0 / 0
final timing paths:
check                    startpoint                      to
max reg2reg     A.dout[0]$_DFFE_PP_  P.dout[8]$_SDFFE_PP0P_
min reg2reg  P.dout[0]$_SDFFE_PP0P_  P.dout[0]$_SDFFE_PP0P_
max             A.dout[0]$_DFFE_PP_               Result[8]
min          P.dout[0]$_SDFFE_PP0P_  P.dout[0]$_SDFFE_PP0P_
Power and IR drop assume default switching activity.
